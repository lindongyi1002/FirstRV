===== flow/config.mk =====
export PLATFORM = sky130hd
export DESIGN_NAME = ALU32
export DESIGN_NICKNAME = ALU32
export VERILOG_FILES = /design/flow/design.v
export SDC_FILE = /design/flow/constraint.sdc
export NUM_CORES = 4
export LEC_CHECK = 1
export CORE_UTILIZATION = 40

===== flow/constraint.sdc =====
current_design ALU32

set clk_period 14.6
set clk_io_pct 0.2

create_clock -name clk0 -period $clk_period

set non_clock_inputs [all_inputs -no_clocks]
set_input_delay [expr $clk_period * $clk_io_pct] -clock clk0 $non_clock_inputs
set_output_delay [expr $clk_period * $clk_io_pct] -clock clk0 [all_outputs]

===== flow/design.v =====
`timescale 1ns/1ps
module ALU32(in0, in1, ALUCtrl, Zero, ALUOut);
input       [31:0]  in0;
input       [31:0]  in1;
input       [3:0]   ALUCtrl;
output              Zero;
output  reg [31:0]  ALUOut;
assign Zero = (ALUOut == 0);
always@(in0 or in1 or ALUCtrl)begin
    case(ALUCtrl)
        4'b0000:    ALUOut <= in0 & in1;                 
        4'b0001:    ALUOut <= in0 | in1;                 
        4'b0010:    ALUOut <= in0 + in1;                 
        4'b0110:    ALUOut <= in0 - in1;                 
        4'b0111:    ALUOut <= (in0 < in1)? 1'b1 : 0;     
        4'b1100:    ALUOut <= ~(in0 | in1);              
        default:    ALUOut <= 0;
    endcase
end
endmodule

===== flow/run.sh =====
#!/bin/bash
# OpenROAD 26Q1-2900-gdf79404cd8, Yosys 0.63+post, stock flow scripts
make -C /OpenROAD-flow-scripts/flow DESIGN_CONFIG=/design/flow/config.mk WORK_HOME=/design/flow/orfs finish

==> results.cfg <==
; physical design summary
[detailed_routing]
drt_first_iter_violations = 824
antenna_cells = 0
route.detailed.drc = 0
wl_per_cell_um = 20.3
ant_nets = 0
firstDrtPassIters = 5
num_vias = 7518
vias_per_cell = 6.23
wirelength_mm = 24.5

[yosys]
ys_cells = 940
synthMostInstantiatedCell = ha_1
ys_seq_share = 0
ys_types = 96
syn-cell-area_um2 = 6330
syn_inst = 940
largest_area_cell = ha_1
ys_chip_area_um2 = 6330
synth_top_area_share = 0.200
yosys-top-cells-area = ha_1 20%, a21oi_1 6.7%, inv_1 5.7%, nor2_1 5.2%, o21ai_0 4.0%
synth.top_cells.by_count = 101 x ha_1, 96 x inv_1, 88 x nor2_1, 85 x a21oi_1, 62 x nand2_1
syn_area_per_cell_um2 = 6.74
yosys_warnings = 1

[final_timing]
setup_viol = 0
relSlewSlack = 0.287
rsz0062_at_grt = false
worst_pin_slew_ns = 1.06
fin_tns_setup_ns = 0
min_period_over_period = 0.740
period_needed_ns = 10.80
finalMaxSlewViolations = 0
hold_viol_final = 0
max_freq_mhz = 92.6

[critical_path]
cp-end-kind = output pin
path_common_cell = or4_1
critPathLaunch = ALUCtrl[3]
path_depth = 12
cp_top_family = simple AND/OR/NAND/NOR gates
crit_path_top_delay_cell = clkdlybuf4s50_1
path_buffers = 3
crit_type = input port to output pin
cp-endpoint = Zero
critPathRequiredTime_ns = 11.68
cp_cell_sequence = clkdlybuf4s50_1, nor2_1, nand2_1, buf_4, o31a_1, nand3_1, or4_1, or4_1, or4_1, nor4b_2, nor4b_2, clkdlybuf4s50_1
cp_max_fo = 21
worstSetupStartpointType = input port
critical_path.max_stage_delay_ns = 1.00
cp_data_arrival_time_ns = 7.88

[grt]
grt_pass1_wl_mm = 38.5
grt_pass1_vias = 6780
grt_antenna_before_repair = 0
use_met3 = 0.0281
busiest_layer = met1
grtUsageMet1 = 0.460
grt_usage = 0.302
use_met2 = 0.446
grt_max_degree = 33
globalRouteOverflowTotal = 0

[run_status]
status = completed

[final_layout]
seq_area_um2 = 0
syn2layout_area_growth_pct = 17.7
final_util = 0.487
ff_count = 0
n_clock_buffer = 0
drive_above_1_share = 0.0602

[pwr]
p_per_area_nw_per_um2 = 38.3
p_leak_uw = 0.00324
max-vdd-ir-drop_uv = 18.4

[floorplanning]
io_pins = 101
die_y_um = 128
rows = 45
dieArea_um2 = 16300
die_x_um = 128
fp_util = 0.413
core-area_um2 = 15300

[cts]
cts_hold_buffers = 0
cts.repair.resized = 0
cts_setup_buffers = 0

[placed_design]
io_buffer_count = 101
post-dp-hpwl_mm = 19.2
gp_congestion = 0.990

[hold_path]
hp-class = input port to output pin

[run]
maxCapViolations = 0
tool_warnings = 101
[worst min path at each step]
stage	slack, ns	cells after the start	end	startpoint
6_report	7.16	4	ALUOut[13]	ALUCtrl[1]
5_1_grt	7.21	4	ALUOut[13]	ALUCtrl[1]
4_1_cts	7.16	4	ALUOut[13]	ALUCtrl[1]
[where the power goes]
part           switching [µW]  internal [µW]
sequential                  0              0
clock                       0              0
combinational             167            118
total                     167            118
[layout make-up]
class | instances | area [µm²]
Tap cell | 211 | 264
Multi-Input combinational cell | 788 | 5740
Fill cell | 1619 | 7860
Timing Repair Buffer | 112 | 1090
Inverter | 96 | 360
[kinds of logic (layout without fill, tap and decap cells)]
| group | after synthesis | count (layout) | share of synthesized area |
|---|---|---|---|
| compound gates | 361 | 361 | 0.411 |
| xor+xnor | 8 | 8 | 0.0111 |
| fa+ha+maj | 103 | 103 | 0.206 |
| buf+inv | 152 | 208 | 0.0982 |
| mux | 7 | 7 | 0.0115 |
| simple gates | 309 | 309 | 0.263 |
[cell usage in the layout, fill, tap and decap left out, types with 8 or more instances in the layout]
master | netlist | final
inv_1 | 96 | 96
o22ai_1 | 8 | 8
ha_1 | 101 | 101
o211ai_1 | 15 | 15
buf_4 | 6 | 11
nor3_1 | 17 | 17
o21a_1 | 9 | 9
nand2_1 | 62 | 62
nand4_1 | 12 | 12
a221oi_1 | 18 | 18
a21oi_1 | 85 | 85
nand3_1 | 15 | 15
a21o_1 | 19 | 19
and2_1 | 10 | 10
nor2_1 | 88 | 88
a221o_1 | 9 | 9
nor4_1 | 9 | 8
nand2b_1 | 17 | 17
a211oi_1 | 18 | 18
a31oi_1 | 8 | 8
o21ai_0 | 50 | 50
o31ai_1 | 9 | 9
or4_1 | 10 | 10
nor2b_1 | 13 | 13
clkdlybuf4s50_1 | 0 | 101
o21bai_1 | 10 | 10
[stage by stage]
| stage | total power (µW) | worst slack [ns] | hold WS [ns] | cell area (µm²) | cells |
|---|---|---|---|---|---|
| finish | 285 | 3.80 | 7.16 | 7450 | 1207 |
| CTS | 280 | 3.90 | 7.16 | 7450 | 1207 |
| floorplan | 178 | 5.72 | 6.14 | 6330 | 940 |
| detailed placement | 278 | 3.89 | 7.15 | 7450 | 1207 |
| global route | 311 | 3.67 | 7.21 | 7450 | 1207 |
| global placement | 279 | 3.93 | 7.15 | 7450 | 1207 |
[tightest hold or removal path, stage by stage]
cell and delay, ns:
clkdlybuf4s50_1 0.45, buf_4 0.29, o22ai_1 0.15, clkdlybuf4s50_1 0.42
[routing by layer]
| metal | up-vias | wire, µm |
|---|---|---|
| met5 | - | 0 |
| met1 | 3473 | 11400 |
| met4 | 0 | 883 |
| met2 | 353 | 10300 |
| li1 | 3635 | - |
| met3 | 57 | 1930 |
Power is estimated from default activity; no workload was simulated.
