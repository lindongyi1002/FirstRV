$ cat ./run.sh
#!/bin/bash
# OpenROAD 26Q1-2900-gdf79404cd8, Yosys 0.63+post, stock flow scripts
make -C /OpenROAD-flow-scripts/flow DESIGN_CONFIG=/design/flow/config.mk WORK_HOME=/design/flow/orfs finish
$ cat ./config.mk
export PLATFORM = sky130hd
export DESIGN_NAME = ImmGen
export DESIGN_NICKNAME = ImmGen
export VERILOG_FILES = /design/flow/design.v
export SDC_FILE = /design/flow/constraint.sdc
export NUM_CORES = 4
export LEC_CHECK = 1
export CORE_AREA = 10 10 70 70
export DIE_AREA = 0 0 80 80
$ cat ./constraint.sdc
current_design ImmGen

set clk_period 2.8
set clk_io_pct 0.2

create_clock -name clk0 -period $clk_period

set non_clock_inputs [all_inputs -no_clocks]
set_input_delay [expr $clk_period * $clk_io_pct] -clock clk0 $non_clock_inputs
set_output_delay [expr $clk_period * $clk_io_pct] -clock clk0 [all_outputs]
$ cat ./design.v
module ImmGen(Inst, Imm);
input       [31:0]  Inst;
output  reg [31:0]  Imm;     
always@(*)begin
    case(Inst[6:0])
        7'b0000011: Imm = {{20{Inst[31]}},Inst[31:20]};                      
        7'b0100011: Imm = {{20{Inst[31]}},Inst[31:25],Inst[11:7]};           
        7'b1100011: Imm = {{19{Inst[31]}},Inst[31],Inst[7],Inst[30:25],Inst[11:8],1'b0};     
        7'b0110011: Imm = 32'b0;     
        default:    Imm = 32'b0;
    endcase
end
endmodule
==> summary.rpt <==
WORST SETUP PATH
----------------------------------------------------------------------------------
Required time of the worst setup path ...............................      2.24 ns
Critical Path Source Type ........................................... primary input
Setup crit end kind .................................................   output pin
Type of the worst setup path ........................................    in -> out
Critical Path Fanout Max ............................................           10
Worst Path Arrival ..................................................      2.15 ns

POWER AND IR DROP
----------------------------------------------------------------------------------
Switch share ........................................................        34.1%
Sequential share of power ...........................................           0%
Switching power .....................................................    0.0249 mW
Leakage .............................................................     0.720 nW
Power Density .......................................................  67.7 nW/µm²
Cell-internal power .................................................    0.0481 mW
Peak VDD IR .........................................................    0.0310 mV
Portion of total power attributed to the clock network ..............           0%
Power share of the combinational group ..............................       100.0%

FINISH
----------------------------------------------------------------------------------
Clock Buffer Count ..................................................            0
Final instance area .................................................     1080 µm²
Signed area change from the synthesized netlist to the final layout .         160%
Logic area ..........................................................      249 µm²
Fill cell count .....................................................          376
Num sequential ......................................................            0
Share of cells above drive strength 1 ...............................        29.8%
Reg area ............................................................        0 µm²
Post-Route Utilization ..............................................        31.6%
Final cell count without fillers ....................................          150

YOSYS
----------------------------------------------------------------------------------
Cell with the most instances after synthesis ........................        buf_4
Most frequent cells after synthesis ................................. buf_4 (19), inv_1 (8), a211oi_1 (5)
Top area contributor share ..........................................        34.3%
Top cell type by total area after synthesis .........................        buf_4
Post-synthesis cell count ...........................................           57
Yosys chip area .....................................................      415 µm²
Synthesized area per cell ...........................................     7.29 µm²
Biggest area contributors in the synthesized netlist ................ buf_4 (34%), nor4_2 (12%), a211oi_1 (9.0%)
Synth cell types ....................................................           16
Yosys Instances .....................................................           57
Synthesis Warnings ..................................................            1
Cell area after synthesis ...........................................      415 µm²
Seq share, synth ....................................................           0%

PLACEMENT
----------------------------------------------------------------------------------
Dpl cell area .......................................................      947 µm²
GP Congestion .......................................................        0.680
I/O Buffers .........................................................           56
Cells after DPL .....................................................          145

STA
----------------------------------------------------------------------------------
Number of endpoints with negative hold slack in the final report ....            0
Setup repair after global routing missed its margin .................        false
Final period util ...................................................        96.9%
Crit path time final ................................................      2.71 ns
Final-report setup violation count ..................................            0
Max Fclk ............................................................    0.369 GHz
Pin slew with the least headroom to its limit .......................     0.328 ns
Worst max-slew margin expressed relative to the limit ...............        78.0%
Count of final max-slew check failures ..............................            0

DETAILED ROUTING
----------------------------------------------------------------------------------
Sum of routed wire length over all layers ...........................      1.88 mm
Number of diodes ....................................................            0
Total via count in the routed design ................................          533
Wirelength per Cell .................................................      12.5 µm
Ratio of routed vias to standard cells ..............................         3.55
Iteration-0 DRC count of the detailed router ........................            2
Post-detailed-route count of antenna-violating nets .................            0
Number of detailed-routing iterations run before antenna repair .....            2
DRC Markers .........................................................            0

DIE
----------------------------------------------------------------------------------
Share of the core filled by cells before placement ..................        12.2%
Total number of placement rows ......................................           21
Vertical die dimension ..............................................        80 µm
Total Die Area ......................................................     6400 µm²
Area of the core ....................................................     3420 µm²
Total I/O pin count .................................................           64
Die X ...............................................................        80 µm

GRT
----------------------------------------------------------------------------------
Global-route usage over all layers ..................................        4.94%
Global-route wire length before repair ..............................      2.70 mm
Total overflow reported by the global router ........................            0
Number of global-route vias before repair ...........................          567
Antenna violations before repair ....................................            0
Largest net degree at the start of global routing ...................           21

RUN STATUS
----------------------------------------------------------------------------------
Outcome ............................................................. complete, no violations

CLOCKING
----------------------------------------------------------------------------------
Hold buffers post-CTS ...............................................            0

WORST HOLD PATH
----------------------------------------------------------------------------------
WHS Path Cells ......................................................            5
Worst min path class ................................................    in -> out

FLOW RUN
----------------------------------------------------------------------------------
Log Warnings ........................................................           41
Maximum capacitance violations ......................................            0

-- final cells by class --
cell class,count,area share [%]
multi-input combinational,26,23.1
tap,46,5.33
timing repair buffer,70,68.8
inverter,8,2.78
-- layout by cell type, fill, tap and decap left out --
cell type / netlist / layout
nor4_4: 1 / 1
mux2i_1: 1 / 1
a211oi_1: 5 / 2
dlygate4sd2_1: 0 / 21
nor4_1: 3 / 1
nand3_1: 1 / 1
clkbuf_16: 0 / 2
buf_4: 19 / 8
inv_1: 8 / 8
dlymetal6s2s_1: 0 / 16
nor2b_2: 0 / 1
nand2_1: 4 / 4
buf_12: 0 / 1
buf_8: 0 / 1
or3b_2: 4 / 4
nor4_2: 4 / 6
or4b_4: 1 / 1
clkdlybuf4s50_1: 0 / 18
nand2b_1: 1 / 1
buf_6: 1 / 3
a211oi_2: 0 / 3
-- critical path, cell delays in order --
cell            delay, ns
dlymetal6s2s_1       0.12
or4b_4               0.57
buf_6                0.14
nor4_4               0.25
buf_6                0.17
clkbuf_16            0.14
dlygate4sd2_1        0.20
-- stage by stage --
| step | TNS, ns | power, mW | hold slack [ns] | worst slack, ns |
|---|---|---|---|---|
| after floorplan | 0 | 0.0233 | 1.14 | 0.187 |
| after global placement | -6.64 | 0.0698 | 2.02 | -0.223 |
| after detailed placement | -6.79 | 0.0709 | 2.02 | -0.232 |
| after CTS | -2.09 | 0.0694 | 1.85 | -0.236 |
| after global routing | 0 | 0.0799 | 1.67 | 0.0202 |
| final | 0 | 0.0731 | 1.63 | 0.0870 |
-- path summary, 6_finish.rpt --
path / start / endpoint / slack, ns
worst max-delay path: Inst[2] / Imm[19] / 0.09
worst min-delay path: Inst[4] / Imm[6] / 1.63
-- cell families after synthesis --
| group | share of synthesized area [%] |
|---|---|
| mux | 2.41 |
| simple gates | 41.3 |
| compound gates | 9.04 |
| buf+inv | 47.3 |
-- layer usage --
metal  track usage [%]  share of wire, %  vias to the layer above
li1                  -                 -                      269
met1              4.81                37                      228
met2              8.19                44                       36
met3              4.09                20                        0
met4             0.528                 0                        0
met5                 0                 0                        -
-- power groups by stage --
stage | clock, mW | sequential [mW] | combinational, mW
CTS | 0 | 0 | 0.0694
global route | 0 | 0 | 0.0799
finish | 0 | 0 | 0.0731
-- timing repair --
action                     4_1_cts  5_1_grt
pin swaps                        0        2
setup endpoints to repair       32       31
cloned                           0        2
setup buffers                    0        3
gates resized                   22       29
Power figures rest on the tool's default switching activity, not on a simulated workload.
