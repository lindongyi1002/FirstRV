## design/flow/config.mk

```make
export PLATFORM = sky130hd
export DESIGN_NAME = PC
export DESIGN_NICKNAME = PC
export VERILOG_FILES = /design/flow/design.v
export SDC_FILE = /design/flow/constraint.sdc
export NUM_CORES = 4
export LEC_CHECK = 1
export CORE_UTILIZATION = 30
```

## design/flow/constraint.sdc

```tcl
current_design PC

set clk_period 8.6
set clk_io_pct 0.2

create_clock -name clk0 -period $clk_period [get_ports {Clk}]

set non_clock_inputs [all_inputs -no_clocks]
set_input_delay [expr $clk_period * $clk_io_pct] -clock clk0 $non_clock_inputs
set_output_delay [expr $clk_period * $clk_io_pct] -clock clk0 [all_outputs]
```

## design/flow/design.v

```verilog
module PC(Clk, Rst_n, Branch, Zero, Imm, PC_i, PC_o);
input               Clk;
input               Rst_n;
input               Branch;
input               Zero;
input       [31:0]  Imm;
input       [31:0]  PC_i;
output  reg [31:0]  PC_o;
wire        [31:0]  offset;
assign offset = Imm << 1'b1;
always@(posedge Clk)begin
    if(!Rst_n)
        PC_o <= 0;
    else if(Branch == 1'b1 && Zero == 1'b1)
        PC_o <= PC_i + offset;
    else
        PC_o <= PC_i + 4'h4;
end
endmodule
```

## design/flow/run.sh

```bash
#!/bin/bash
# OpenROAD 26Q1-2900-gdf79404cd8, Yosys 0.63+post, stock flow scripts
make -C /OpenROAD-flow-scripts/flow DESIGN_CONFIG=/design/flow/config.mk WORK_HOME=/design/flow/orfs finish
```

==> report_table.html <==
<h3>Flow metrics</h3>
<table>
<tr><th>Metric</th><th>Value</th></tr>
<tr><th colspan="2">Placed design</th></tr>
<tr><td>Detailed-placement wirelength estimate</td><td>7.384 mm</td></tr>
<tr><td>Pre-CTS setup slack</td><td>3.821 ns</td></tr>
<tr><td>Port Buffer Count</td><td>98</td></tr>
<tr><td>Instance count after placement with tap cells included</td><td>654</td></tr>
<tr><td>Final weighted congestion in routability-driven placement</td><td>0.8909</td></tr>
<tr><th colspan="2">Finish</th></tr>
<tr><td>Most common logic cell in the routed design</td><td>clkdlybuf4s50_1</td></tr>
<tr><td>Most flops, register</td><td>PC_o</td></tr>
<tr><td>Largest registers</td><td>PC_o x32</td></tr>
<tr><td>Number of flip-flops under the largest register name</td><td>32</td></tr>
<tr><td>Number of non-filler instances in the completed layout</td><td>662</td></tr>
<tr><td>Share of layout cells above drive strength 1</td><td>5.364%</td></tr>
<tr><td>Commonest cells after routing, fill and taps aside</td><td>clkdlybuf4s50_1, nand2_1, a21oi_1</td></tr>
<tr><td>Synth-to-layout area growth</td><td>35.79%</td></tr>
<tr><th colspan="2">Critical path</th></tr>
<tr><td>Critical path capture point type</td><td>flip-flop</td></tr>
<tr><td>Data arrival time of the critical path</td><td>4.75 ns</td></tr>
<tr><td>Maximum net fanout on the critical path</td><td>7</td></tr>
<tr><td>CP bufs+invs</td><td>1</td></tr>
<tr><td>Critical path cell sequence</td><td>clkdlybuf4s50_1 -&gt; ha_1 -&gt; a21oi_1 -&gt; o21ai_0 -&gt; a2111oi_0 -&gt; a21oi_1 -&gt; nor3_1 -&gt; o21ai_1 -&gt; o21ai_0 -&gt; xor2_1 -&gt; a21oi_1</td></tr>
<tr><td>Delay of the slowest cell on the worst path</td><td>0.64 ns</td></tr>
<tr><td>Category of the worst setup path launch point</td><td>primary input</td></tr>
<tr><td>WS Path Type</td><td>in2reg</td></tr>
<tr><td>Most numerous cell on the critical path</td><td>a21oi_1</td></tr>
<tr><td>WP data required</td><td>8.76 ns</td></tr>
<tr><td>Cell type of the slowest stage on the worst timing path</td><td>clkdlybuf4s50_1</td></tr>
<tr><td>Top cell family by delay on the critical path</td><td>AND-OR/OR-AND gates</td></tr>
<tr><th colspan="2">CTS</th></tr>
<tr><td>Total of cells resized after clock tree synthesis</td><td>0</td></tr>
<tr><td>Setup repair bufs after CTS</td><td>0</td></tr>
<tr><td>CTS tree</td><td>built</td></tr>
<tr><td>CTS hold repair buffers</td><td>0</td></tr>
<tr><td>Register clock-pin slew on the reported worst setup and hold paths</td><td>0.08 ns</td></tr>
<tr><td>Clock Tree Buf Depth</td><td>2</td></tr>
<tr><td>Number of buffers inserted during clock tree synthesis</td><td>5</td></tr>
<tr><td>Clk sinks</td><td>32</td></tr>
<tr><td>H-tree Lvls</td><td>2</td></tr>
<tr><td>Cell at the root of the clock tree</td><td>clkbuf_8</td></tr>
<tr><th colspan="2">Drt</th></tr>
<tr><td>Total number of vias</td><td>3369</td></tr>
<tr><td>ANT nets after route</td><td>0</td></tr>
<tr><td>Post-route DRC violation count</td><td>0</td></tr>
<tr><td>Initial DRT Pass Iterations</td><td>4</td></tr>
<tr><td>DRT Wirelength</td><td>9.547 mm</td></tr>
<tr><td>WL/cell</td><td>14.42 um</td></tr>
<tr><td>Violation count after the first detailed-route iteration</td><td>156</td></tr>
<tr><td>Antenna diodes</td><td>0</td></tr>
<tr><td>Via-per-instance ratio</td><td>5.089</td></tr>
<tr><th colspan="2">Synthesis</th></tr>
<tr><td>Ranking of synthesized cells by area</td><td>dfxtp_1, ha_1, xor2_1, nand2_1, a21oi_1</td></tr>
<tr><td>Share of the synthesized area in the top cell type</td><td>19.07%</td></tr>
<tr><td>Post-Syn Area</td><td>3359 sq um</td></tr>
<tr><td>Distinct cell type count of the synthesized netlist</td><td>60</td></tr>
<tr><td>Post-Syn Instances</td><td>431</td></tr>
<tr><td>Commonest register cell after synthesis</td><td>dfxtp_1</td></tr>
<tr><td>Seq cells post-synth</td><td>32</td></tr>
<tr><td>Async set-or-reset flop fraction in the synthesized netlist</td><td>0%</td></tr>
<tr><td>Number of cells in the yosys synthesis report</td><td>431</td></tr>
<tr><td>EDFF count, synth</td><td>0</td></tr>
<tr><td>Portion of the post-synthesis area used by sequential elements</td><td>19.07%</td></tr>
<tr><td>Leading area contributor after synthesis</td><td>dfxtp_1</td></tr>
<tr><td>Synthesis warning total</td><td>1</td></tr>
<tr><td>Summed standard-cell area reported by yosys</td><td>3359 sq um</td></tr>
<tr><td>Mean area per synthesized cell</td><td>7.795 sq um</td></tr>
<tr><th colspan="2">STA</th></tr>
<tr><td>Worst-case setup margin in the final layout</td><td>4.011 ns</td></tr>
<tr><td>Final-report max-slew violation count</td><td>0</td></tr>
<tr><td>Maximum operating frequency</td><td>217.9 MHz</td></tr>
<tr><td>Setup repair after global routing missed its margin</td><td>no</td></tr>
<tr><td>Final worst path period need</td><td>4.589 ns</td></tr>
<tr><td>Rel. slew slack</td><td>56.97%</td></tr>
<tr><td>Final number of setup-violating endpoints</td><td>0</td></tr>
<tr><td>Final total negative setup slack</td><td>0 ns</td></tr>
<tr><td>Final clock period utilization by the worst path</td><td>53.36%</td></tr>
<tr><td>Final Hold Viols</td><td>0</td></tr>
<tr><td>Slew @ Worst Pin</td><td>0.6396 ns</td></tr>
<tr><th colspan="2">Die</th></tr>
<tr><td>Horizontal extent of the die</td><td>107.8 um</td></tr>
<tr><td>Full die area</td><td>11630 sq um</td></tr>
<tr><td>Initial core utilization</td><td>30.85%</td></tr>
<tr><td>Die span in y</td><td>107.8 um</td></tr>
<tr><td>I/O pin count</td><td>100</td></tr>
<tr><td>Cell row count</td><td>38</td></tr>
<tr><td>Area of the core region</td><td>10890 sq um</td></tr>
<tr><th colspan="2">Power</th></tr>
<tr><td>P per Cell Area</td><td>118.4 nW/um^2</td></tr>
<tr><td>Maximum VDD drop</td><td>0.09042 mV</td></tr>
<tr><td>Leakage</td><td>1.960 nW</td></tr>
<tr><th colspan="2">Global routing</th></tr>
<tr><td>Aggregate global routing overflow</td><td>0</td></tr>
<tr><td>Total GRT Usage</td><td>17.18%</td></tr>
<tr><td>Initial antenna violation count</td><td>0</td></tr>
<tr><td>Vias in the first global route</td><td>3254</td></tr>
<tr><td>Pin count of the biggest net entering global routing</td><td>47</td></tr>
<tr><td>Wire length of the first global-routing pass</td><td>15.81 mm</td></tr>
<tr><th colspan="2">Job</th></tr>
<tr><td>Maximum Capacitance Violations</td><td>0</td></tr>
<tr><td>OpenROAD warnings</td><td>26</td></tr>
<tr><th colspan="2">Outcome</th></tr>
<tr><td>Run status</td><td>completed</td></tr>
<tr><th colspan="2">Hold path</th></tr>
<tr><td>Type of the tightest min-delay check</td><td>in2reg</td></tr>
</table>
logic make-up after synthesis:
logic type,share of synthesized area [%]
fa+ha+maj,12.14
xor+xnor,12.51
buf+inv,3.389
mux,0.5959
simple gates,25.51
compound gates,26.78
flops,19.07
synth_stat cells (3+ instances only):
master	number
nand2_1	50
a21oi_1	36
dfxtp_1	32
ha_1	31
nor2_1	29
xor2_1	29
nand3_1	23
o21ai_0	19
xnor2_1	19
a21o_1	17
o211a_1	17
clkbuf_1	13
and3_1	11
inv_1	9
nand4_1	7
nand2b_1	6
nor3_1	5
o21a_1	5
a211oi_1	4
and2_1	4
o21ai_1	4
o22ai_1	4
nor2b_1	3
o211ai_1	3
or3_1	3
per-stage QoR:
step                hold WS (ns)  utilization [%]  area, sq um  total power, mW
global placement           2.305            40.88         4451           0.3892
finish                     2.003            41.90         4562           0.5400
detailed placement         2.311            40.88         4451           0.3893
global route               2.007            41.90         4562           0.5786
CTS                        1.992            41.90         4562           0.5455
floorplan                  1.847                -         3359           0.2979
final timing paths:
path     from                  end  slack, ns  cells after the start
max   PC_i[9]  PC_o[30]$_SDFF_PN0_       4.01                     11
min   PC_i[0]   PC_o[0]$_SDFF_PN0_       2.00                      2
metal layers:
layer	share of wire (%)	track usage (%)	up-vias	wire [um]
met5	0	0	-	0
met2	43	26.33	102	4090
met4	0.97	1.663	0	93
met1	50	26.67	1494	4797
met3	5.9	2.037	9	566
li1	-	-	1764	-
where the power goes:
part | switching (mW) | internal [mW] | total (mW)
registers | 0.00336 | 0.161 | 0.164
clock network | 0.0666 | 0.0858 | 0.152
logic | 0.108 | 0.116 | 0.223
layout make-up:
cell class | count | area, sq um
repair buffers | 100 | 996.0
clock buffers | 5 | 68.82
inverters | 9 | 33.78
well taps | 140 | 175.2
fillers | 1079 | 6326
multi-input cells | 373 | 2605
flip-flops and latches | 32 | 640.6
clock inverters | 3 | 42.54
Power is estimated from default activity; no workload was simulated.
